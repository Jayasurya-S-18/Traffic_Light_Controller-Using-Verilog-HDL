==> /design/flow/design.v <==
module tlc(clk,rst,north_light,east_light,south_light,west_light);
  input clk,rst;
  output reg [2:0]north_light,east_light,south_light,west_light;
  reg[2:0]state;
  parameter [2:0] north_green=3'b000,
  				  north_yellow=3'b001,
  				  east_green=3'b010,
  				  east_yellow=3'b011,
  				  south_green=3'b100,
  				  south_yellow=3'b101,
  				  west_green=3'b110,
  				  west_yellow=3'b111;
  reg[3:0]count;
  always@(posedge clk or posedge rst) begin
    if(rst==1) begin
      state = north_green;
      count = 4'b0000;
    end
    else begin
      case(state)
        north_green : begin
          if(count == 4'b1010) begin
            count=4'b0000;
            state=north_yellow;
          end
          else begin
            count=count + 4'b0001;
            state=north_green;
          end
        end
        north_yellow : begin
          if(count == 4'b0011) begin
            count=4'b0000;
            state=east_green;
          end
          else begin
            count=count + 4'b0001;
            state=north_yellow;
          end
        end
        east_green : begin
          if(count == 4'b1010) begin
            count=4'b0000;
            state=east_yellow;
          end
          else begin
            count=count + 4'b0001;
            state=east_green;
          end
        end
        east_yellow : begin
          if(count == 4'b0011) begin
            count=4'b0000;
            state=south_green;
          end
          else begin
            count=count + 4'b0001;
            state=east_yellow;
          end
        end
        south_green : begin
          if(count == 4'b1010) begin
            count=4'b0000;
            state=south_yellow;
          end
          else begin
            count=count + 4'b0001;
            state=south_green;
          end
        end
        south_yellow : begin
          if(count == 4'b0011) begin
            count=4'b0000;
            state=west_green;
          end
          else begin
            count=count + 4'b0001;
            state=south_yellow;
          end
        end
        west_green : begin
          if(count == 4'b1010) begin
            count=4'b0000;
            state=west_yellow;
          end
          else begin
            count=count + 4'b0001;
            state=west_green;
          end
        end
        west_yellow : begin
          if(count == 4'b0011) begin
            count=4'b0000;
            state=north_green;
          end
          else begin
            count=count + 4'b0001;
            state=west_yellow;
          end
        end
      endcase
    end
  end
  always@(state) begin
    case(state)
      north_green : begin
        north_light=3'b001;
        east_light=3'b100;
        south_light=3'b100;
        west_light=3'b100;
      end
      north_yellow : begin
        north_light=3'b010;
        east_light=3'b100;
        south_light=3'b100;
        west_light=3'b100;
      end
      east_green : begin
        north_light=3'b100;
        east_light=3'b001;
        south_light=3'b100;
        west_light=3'b100;
      end
      east_yellow : begin
        north_light=3'b100;
        east_light=3'b010;
        south_light=3'b100;
        west_light=3'b100;
      end
      south_green : begin
        north_light=3'b100;
        east_light=3'b100;
        south_light=3'b001;
        west_light=3'b100;
      end
      south_yellow : begin
        north_light=3'b100;
        east_light=3'b100;
        south_light=3'b010;
        west_light=3'b100;
      end
      west_green : begin
        north_light=3'b100;
        east_light=3'b100;
        south_light=3'b100;
        west_light=3'b001;
      end
      west_yellow : begin
        north_light=3'b100;
        east_light=3'b100;
        south_light=3'b100;
        west_light=3'b010;
      end
    endcase
  end
endmodule
==> /design/flow/run.sh <==
#!/bin/bash
# OpenROAD 26Q1-2900-gdf79404cd8, Yosys 0.63+post, stock flow scripts
make -C /OpenROAD-flow-scripts/flow DESIGN_CONFIG=/design/flow/config.mk WORK_HOME=/design/flow/orfs finish
==> /design/flow/config.mk <==
export PLATFORM = sky130hd
export DESIGN_NAME = tlc
export DESIGN_NICKNAME = tlc
export VERILOG_FILES = /design/flow/design.v
export SDC_FILE = /design/flow/constraint.sdc
export NUM_CORES = 4
export LEC_CHECK = 1
export CORE_AREA = 10 10 70 70
export DIE_AREA = 0 0 80 80
==> /design/flow/constraint.sdc <==
current_design tlc

set clk_period 2.0
set clk_io_pct 0.2

create_clock -name clk0 -period $clk_period [get_ports {clk}]

set non_clock_inputs [all_inputs -no_clocks]
set_input_delay [expr $clk_period * $clk_io_pct] -clock clk0 $non_clock_inputs
set_output_delay [expr $clk_period * $clk_io_pct] -clock clk0 [all_outputs]
==> notes.md <==
run results: outcome completed, top cell type by instance count after synthesis nor2_1, I/O Buffers 13, 1st-iter DRT viols 4, Slew Limit Fails 0, Max VDD drop around 220 uV, Fin Clk Skew 0.00548 ns, clk slew on worst S/H paths 0.06 ns, routed length per instance roughly 8.6 um, GRT Overall Usage 0.0288, gr ovfl total 0, full die area 6400 sq um, final core utilization 0.190, maximum fanout along the worst path 6, antenna violations before repair 0, Yosys top cell area share 0.402, synthesized area per cell 8.71 sq um, setup TNS 0 ns, placed insts around 110, share of cells above drive strength 1 0.104, Die H approximately 80 um, Leakage 0.264 nW, vias between 300 and 400, chip area line of the yosys report around 440 sq um, Synth cell types 21, FF/Latch Area 176 sq um, post-route minimum period 1.90 ns, comb. cell area 229 sq um, Data arrival, critical path 1.50 ns, RSZ-0062 raised after global routing false, area of the mapped netlist 435 sq um, RD Place Congestion between 0.8 and 0.9, Yosys top cell by area dfrtp_1, crit start category flip-flop, residual DRC count 0, Mapped Cells about 50, CTS tree built, Flops after synth 7, Slew @ Worst Pin 0.272 ns, Area growth, synth to finish 49.1%, first-pass GRT wire length ~1500 um, P per Cell Area 427 nW/um^2, vias in the first global route 335, CTS max path bufs 2, CP endpoint kind output pin, Detail Route Antenna Nets 0, Rows 21, CTS H-tree depth 1, First-pass DRT Iterations 4, yosys warns 1, # IOs 14, clock sinks 7, Top cells by area dfrtp_1 (40%), ha_1 (8.6%), nor2_1 (8.6%), fmax between 500 and 600 MHz, CTS root buffer clkbuf_4, register share after synthesis 0.402, Cell Count, Final, Fillers Out about 110, ys cells 50, Core ar. between 3000 and 4000 sq um, Post-CTS Hold Buffers 0, filler cell count ~380, # diodes 0, DR vias/cell 3.50, ys flop type dfrtp_1, Pwr Total around 280 uW, floorplan utilization 0.127, min-delay worst type in2async, Inserted Clock Buffers 3, WP data required between 1.5 and 2 ns, Commonest cells post-synth nor2_1 (10), dfrtp_1 (7), inv_1 (5), Async S/R FF share, synth 1.00, # setup viols final 0, DIE WIDTH 80 um, Max-cap violations 0, Setup CP Type reg2out, dpl hpwl around 760 um, count of final hold-check violations 0, Slew headroom 0.819, Total Wirelength 970 um, final worst-path cycle share 0.949, stage-log warning count 27, Late-Pin Clk Latency 0.25 ns, Post-synth EDFFs 0, largest net degree at the start of global routing 11
what timing repair did:
item                                    in CTS  in global routing
endpoints found under the setup margin       0                  4
gates resized                                0                  2
buffers inserted                             0                  1
report_power, final:
group          leakage, nW  total [mW]  internal [mW]  switching, mW
combinational        0.172     0.00471        0.00183        0.00289
sequential          0.0769       0.142          0.142              0
clock               0.0150       0.131         0.0763         0.0545
total                0.264       0.277          0.220         0.0574
logic make-up after synthesis:
| logic type | count (synthesis) | synth area share |
|---|---|---|
| and+or+nand+nor | 22 | 0.256 |
| DFF | 7 | 0.402 |
| adders and majority gates | 3 | 0.0862 |
| xor gates and xnor gates | 3 | 0.0604 |
| AOI/OAI and AO/OA | 8 | 0.118 |
| buffers and inverters | 7 | 0.0776 |
metrics by stage:
stage	worst slack, ns	hold slack [ns]	cell area [sq um]
after detailed placement	0.306	0.512	612
after global placement	0.328	0.499	612
final	0.102	0.377	649
after global routing	0.0291	0.416	649
after CTS	0.0239	0.388	638
after floorplan	0.857	0.203	435
final cells by class:
type / count / share of cell area
sequential: 7 / 0.272
clock buffer: 4 / 0.0405
multi-input combinational: 36 / 0.353
timing repair buffer: 14 / 0.212
inverter: 6 / 0.0347
tap: 46 / 0.0886
final timing paths:
check	from	end	slack, ns	depth (start not counted)
setup / recovery	state[1]	north_light[1]	0.10	3
hold / removal	rst	count[2]	0.38	2
setup reg to reg	count[0]	state[2]	0.80	4
hold reg to reg	count[0]	count[0]	0.52	1
max in group asynchronous	rst	state[0]	1.39	2
min in group clk0	count[0]	count[0]	0.52	1
layout by cell type (no fill, tap or decap), types with 2 or more instances in the layout:
cell type and instances:
a21oi_1 2, clkbuf_4 3, clkdlybuf4s50_1 13, dfrtp_1 6
ha_1 3, inv_1 5, nand2_1 4, nand2b_1 2
nand3b_1 2, nor2_1 10, nor2b_1 2, xnor2_1 2
sequential cells by signal, summed over array words and instances (netlist names):
signal and cells:
count 4, state 3
metal layers:
layer  track usage  vias to the layer above  wire length [um]
met3        0.0261                        2               210
li1              -                      194                 -
met2        0.0417                       19               367
met4       0.00176                        0                 4
met1        0.0323                      180               387
met5             0                        -                 0
critical path: stages (launching register included):
cell             delay, ns
dfrtp_1               0.43
or2_4                 0.25
nor2_1                0.09
clkdlybuf4s50_1       0.47
Power is estimated from default activity; no workload was simulated.
